===== flow/config.mk =====
export PLATFORM = sky130hd
export DESIGN_NAME = labDelay
export DESIGN_NICKNAME = labDelay
export VERILOG_FILES = /design/flow/design.v
export SDC_FILE = /design/flow/constraint.sdc
export NUM_CORES = 4
export LEC_CHECK = 1
export CORE_UTILIZATION = 30

===== flow/constraint.sdc =====
current_design labDelay

set clk_period 5.3
set clk_io_pct 0.2

create_clock -name clk0 -period $clk_period [get_ports {clk}]

set non_clock_inputs [all_inputs -no_clocks]
set_input_delay [expr $clk_period * $clk_io_pct] -clock clk0 $non_clock_inputs
set_output_delay [expr $clk_period * $clk_io_pct] -clock clk0 [all_outputs]

===== flow/design.v =====
`timescale 1ns / 1ps
module Controller(
    input clk,clr,start,greater,
    output reg valid = 0,
    output reg ena, add, del, sq,out
    );
    reg [3:0]state ;
    reg [3:0] next_state;
    parameter IDLE =0,LOAD =1, CHECK =2, ADD =3;
    always @(start or state) begin
        case (state)
            IDLE:    next_state = start ? LOAD : IDLE;
            LOAD:    next_state = CHECK;
            CHECK:   next_state = greater ? IDLE : ADD;
            ADD: next_state = CHECK;
        endcase
    end
    always @(negedge clk or posedge clr) begin
        if(clr) begin
            state <= IDLE;
            valid <= 0;
            ena <= 0; add <= 0; del <= 0; sq <= 0; out <= 0;
        end else begin 
            case(next_state)
                IDLE: if(greater) begin
                            ena<=0;
                            add<=0;
                            del<=0; 
                            sq<=0;
                            valid<=1;
                            out<=1;
                      end
                LOAD: begin
                    ena<=0;
                    add<=0;
                    sq<=1;
                    del<=1;
                    out<=0;
                    valid<=0;
                end
                CHECK: begin
                    ena<=1;
                    sq<=0;
                    del<=0;
                    add<=0;
                    out<=0;
                    valid<=0;
                end
                ADD: begin
                    ena<=0;
                    sq<=1;
                    del<=1;
                    add<=1;
                    out<=0;
                    valid<=0;
                end
            endcase
            state <= next_state;
        end
    end
endmodule
`timescale 1ns / 1ps
module Datapath(
    input [7:0] a,
    input clk, clr, ena, add, del, sq,out,
    output reg [3:0] sol,
    output reg greater
    );
    reg [8:0] d;
    reg [9:0] sqrt;
    always @(posedge clk or posedge clr) begin
        if (clr) begin
             d <= 3;
            sqrt <= 1;
            sol <= 0;
            greater <= 0;
        end else begin
            if (add) begin 
                sqrt <= d + sqrt;
                d <= d + 2;
            end else begin
                if (sq & del) begin
                    d <= 3;
                    sqrt <= 1;
                end else if(ena) greater <= (sqrt > a);
                else greater <=0;
                sol <= (d>>1)-1;
            end
        end
    end
endmodule
`timescale 1ns / 1ps
module isqrt(
    input [7:0] a,
    input start,
    input clk,
    input clr,
    output [3:0] sol,
    output valid
    );
    wire ena, add, del, sq,out,greater;
    Controller c (.clk(clk),.clr(clr),.start(start),.greater(greater),.valid(valid),.ena(ena), .add(add), .del(del), .sq(sq),.out(out));
    Datapath d(.clk(clk),.clr(clr),.a(a),.ena(ena), .add(add), .del(del), .sq(sq),.out(out),.sol(sol),.greater(greater));
endmodule
`timescale 1ns / 1ps
module labDelay(
    input clk,clr,x,
    output [3:0] sq,
    output valid
    );
    wire [7:0] a ={x,x,x,x,x,x,x,x};
    reg x_temp,start;
    isqrt is(.clk(clk),.clr(clr),.start(start),.a(a),.sol(sq),.valid(valid));
    always @(posedge clk) begin
        if(x_temp!=x) start =1;
        else start =0;
        x_temp=x;
    end
endmodule

===== flow/run.sh =====
#!/bin/bash
# OpenROAD 26Q1-2900-gdf79404cd8, Yosys 0.63+post, stock flow scripts
make -C /OpenROAD-flow-scripts/flow DESIGN_CONFIG=/design/flow/config.mk WORK_HOME=/design/flow/orfs finish

==> results.yml <==
# synthesis and place-and-route metrics
run_status:
  status: "complete, no violations"
sta:
  unclocked_regs: 2
  finClkSkew_ns: 0.0125
  fin_hold_ws_ns: 0.429
  slew-limit-headroom_pct: 57.7
  final_count_of_negative_setup_slack_endpoints: 0
  final_max_slew_viol_count: 0
  unconstrained_endpoints: 2
  timing_worst_slew_pin_value_ns: 0.634
  final_hold_violating_endpoints: 0
  rsz0062_at_grt: "false"
  setup_tns_ns: 0
synthesis:
  number_of_distinct_library_cells_after_synthesis: 42
  synth.avg_cell_area_sq_um: 9.67
  syn_inst: 192
  mappedNetlistArea_sq_um: 1860
  synthArstFlopShare_pct: 88.2
  ys_cells: 192
  summed_standard_cell_area_reported_by_yosys_sq_um: 1860
  flop_cell: "dfrtp_1"
  top_cells_by_count: "22 x nand2_1, 21 x dfrtp_1, 19 x ha_1, 18 x o21ai_0, 13 x nor2_1"
  synth.top_cells.by_area: "dfrtp_1 28%, ha_1 13%, dfrtn_1 8.1%"
  post-synth-top-area-cell: "dfrtp_1"
  synth.top_cell.area_share_pct: 28.3
  netlist.top_cell.by_instances: "nand2_1"
  yosysWarnings: 3
  postSynthRegisterBits: 34
  synth-edff-count: 0
cts:
  h-tree-depth: 2
  clock_latency_ns: 0.28
  post_cts.resized_instances: 0
  cts_tree: "yes"
  tritoncts_buffer_count: 5
  ctsHoldBuffers: 0
  cts_post_setup_buffers_inserted: 0
  clock-root-buffer: "clkbuf_8"
  clk_pin_slew_ns: 0.06
  cts.path.max_buffers: 2
drt:
  drtAntennaViolNets: 0
  totalWireLength_microns: 3560
  num_vias: 1343
  first_pass_iters: 4
  drt_first_iter_violations: 84
  drt_drc_violations_left: 0
  viasPerCell: 4.80
  antenna_cells_inserted: 0
  wl_per_cell_microns: 12.7
placement:
  numPortBuffers: 7
  place_hpwl_microns: 2570
  place.gp.congestion: 0.818
  placed_instances: 272
grt:
  largest_net_degree_at_the_start_of_global_routing: 18
  number_of_global_route_vias_before_repair: 1270
  grt_overflow_total: 0
  met1_usage_pct: 21.7
  wire_length_of_the_first_global_routing_pass_microns: 6240
  groute.layer.met3.usage_pct: 2.88
  use_met2_pct: 17.0
  gr_usage_total_pct: 12.8
  number_of_antenna_violations_at_the_first_check_in_global_routing: 0
  global_route.peak_usage_layer: "met1"
power_and_ir_drop:
  power_uw: 827
  share_clk_of_total_power_pct: 25.0
  power.internal_uw: 548
  leakage_nw: 0.973
  power_per_cell_area_nw_per_um2: 390
  sequential_power_share_pct: 41.8
  vdd_drop_max_v: 0.000211
  combinational_group_share_of_total_power_pct: 33.3
  switching_power_summed_over_all_nets_uw: 278
  switching_share_pct: 33.7
critical_path:
  timing.critical_path.to_type: "output pin"
  worstPathArrival_ns: 3.79
  cp_num_buf_inv: 1
  worstSetupPathType: "reg -> out"
  worst_setup_path_start_kind: "register"
  critical_path.max_fanout: 2
  timing.critical_path.slowest_cell_delay_ns: 0.45
  critical_path.top_delay_family: "buffers and inverters"
  timing.critical_path.slowest_stage_cell: "clkdlybuf4s50_1"
  crit_chain: "clkdlybuf4s50_1"
  reg2reg_slack_ns: 1.06
  worst-endpoint-required_ns: 4.24
die:
  die.size.x_microns: 80.7
  die-height_microns: 80.7
  die_area_sq_um: 6510
  floorplan.core_util_pct: 31.2
  io-pin-count: 8
  design.core.area_sq_um: 5960
  number_of_rows_in_the_core_area: 28
layout:
  share_of_final_layout_standard_cells_stronger_than_drive_strength_1_pct: 6.83
  layout.area.seq_sq_um: 825
  area_growth_pct: 14.2
  final_cells: 280
  logic_area_sq_um: 978
  final.fill_count: 603
run:
  timing.max_cap.violations: 0
  warnings: 26
hold_path:
  min-delay-path-class: "reg -> reg"
-- cell families after synthesis --
group                    count (synthesis)  synth area share [%]
AND/OR/NAND/NOR                         58                  14.9
AND-OR/OR-AND                           51                  17.2
flip-flops                              32                  42.8
adder cells (fa/ha/maj)                 20                  13.9
buffers and inverters                   15                  3.10
XOR/XNOR                                11                  5.19
multiplexers                             2                  1.15
latches                                  2                  1.62
other                                    1                 0.202
-- power by group through the flow --
stage / Combinational, mW / Sequential (mW) / Clock (mW)
CTS: 0.276 / 0.345 / 0.214
finish: 0.275 / 0.345 / 0.206
global route: 0.315 / 0.355 / 0.222
-- layer usage --
metal,up-vias,share of wire (%)
met5,-,0
met4,0,0.90
met3,2,3.2
met2,13,41
met1,625,55
li1,703,-
-- flip-flops by register name (all words and copies together) (netlist names) --
signal,flops
x_temp,1
is.c.del,1
is.d.sol,4
is.c.valid,1
is.c.state,2
is.d.greater,1
is.d.d,9
is.c.next_state,2
is.c.add,1
is.d.sqrt,10
is.c.ena,1
start,1
-- path summary, 6_finish.rpt --
path | depth (start not counted) | startpoint | endpoint
min reg2reg | 1 | x_temp | start
max in group asynchronous | 2 | clr | is.c.ena
min in group asynchronous | 2 | clr | is.d.sqrt[1]
min | 1 | x_temp | start
max reg2reg | 4 | is.c.add | is.d.d[6]
max | 1 | is.c.valid | valid
-- layout by cell type, fill, tap and decap left out, types with 3 or more instances in the layout --
cell              n
nand3b_1          3
nand2_1          22
xnor2_1           3
xor2_1            8
nand3_1           4
inv_1            10
nand4_1           4
nor3_1            3
dfrtn_1           6
clkdlybuf4s50_1   7
ha_1             19
dfrtp_1          21
a21o_1            4
clkbuf_8          7
a21oi_1          11
nand2b_1          5
nor2_1           13
dfstp_2           3
o21ai_0          18
-- layout make-up --
type | instances | area share, %
Multi-Input combinational cell | 144 | 46.2
Sequential cell | 34 | 38.9
Timing Repair Buffer | 9 | 4.01
Inverter | 10 | 1.77
Tap cell | 75 | 4.43
Clock buffer | 8 | 4.72
-- per-stage QoR --
stage               setup slack [ns]  utilization (%)  area [sq um]
CTS                            0.442             35.6          2120
finish                         0.454             35.6          2120
global placement               0.751             33.9          2020
global route                   0.397             35.6          2120
floorplan                       1.05                -          1860
detailed placement             0.750             33.9          2020
Power figures rest on the tool's default switching activity, not on a simulated workload.
