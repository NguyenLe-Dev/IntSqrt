--- /design/flow/config.mk ---
export PLATFORM = sky130hd
export DESIGN_NAME = Display
export DESIGN_NICKNAME = Display
export VERILOG_FILES = /design/flow/design.v
export SDC_FILE = /design/flow/constraint.sdc
export NUM_CORES = 4
export LEC_CHECK = 1
export CORE_UTILIZATION = 30
--- /design/flow/constraint.sdc ---
current_design Display

set clk_period 6.3
set clk_io_pct 0.2

create_clock -name clk0 -period $clk_period [get_ports {clk}]

set non_clock_inputs [all_inputs -no_clocks]
set_input_delay [expr $clk_period * $clk_io_pct] -clock clk0 $non_clock_inputs
set_output_delay [expr $clk_period * $clk_io_pct] -clock clk0 [all_outputs]
--- /design/flow/design.v ---
`timescale 1ns / 1ps
module BCD(
    input  [7:0] binary,
    output reg [3:0] hundreds,
    output reg [3:0] tens,
    output reg [3:0] ones
);
    integer i;
    reg [19:0] shift_reg;
    always @(*) begin
        shift_reg = 20'd0;
        shift_reg[7:0] = binary;
        for (i = 0; i < 8; i = i + 1) begin
            if (shift_reg[11:8] >= 5) shift_reg[11:8] = shift_reg[11:8] + 3;
            if (shift_reg[15:12] >= 5) shift_reg[15:12] = shift_reg[15:12] + 3;
            if (shift_reg[19:16] >= 5) shift_reg[19:16] = shift_reg[19:16] + 3;
            shift_reg = shift_reg << 1;
        end
        hundreds = shift_reg[19:16];
        tens     = shift_reg[15:12];
        ones     = shift_reg[11:8];
    end
endmodule
`timescale 1ns / 1ps
module Controller(
    input clk,clr,start,greater,
    output reg valid = 0,
    output reg ena, add, del, sq,out
    );
    reg [3:0]state ;
    reg [3:0] next_state;
    parameter IDLE =0,LOAD =1, CHECK =2, ADD =3;
    always @(start or state) begin
        case (state)
            IDLE:    next_state = start ? LOAD : IDLE;
            LOAD:    next_state = CHECK;
            CHECK:   next_state = greater ? IDLE : ADD;
            ADD: next_state = CHECK;
        endcase
    end
    always @(negedge clk or posedge clr) begin
        if(clr) begin
            state <= IDLE;
            valid <= 0;
            ena <= 0; add <= 0; del <= 0; sq <= 0; out <= 0;
        end else begin 
            case(next_state)
                IDLE: if(greater) begin
                            ena<=0;
                            add<=0;
                            del<=0; 
                            sq<=0;
                            valid<=1;
                            out<=1;
                      end
                LOAD: begin
                    ena<=0;
                    add<=0;
                    sq<=1;
                    del<=1;
                    out<=0;
                    valid<=0;
                end
                CHECK: begin
                    ena<=1;
                    sq<=0;
                    del<=0;
                    add<=0;
                    out<=0;
                    valid<=0;
                end
                ADD: begin
                    ena<=0;
                    sq<=1;
                    del<=1;
                    add<=1;
                    out<=0;
                    valid<=0;
                end
            endcase
            state <= next_state;
        end
    end
endmodule
`timescale 1ns / 1ps
module Datapath(
    input [7:0] a,
    input clk, clr, ena, add, del, sq,out,
    output reg [3:0] sol,
    output reg greater
    );
    reg [8:0] d;
    reg [9:0] sqrt;
    always @(posedge clk or posedge clr) begin
        if (clr) begin
             d <= 3;
            sqrt <= 1;
            sol <= 0;
            greater <= 0;
        end else begin
            if (add) begin 
                sqrt <= d + sqrt;
                d <= d + 2;
            end else begin
                if (sq & del) begin
                    d <= 3;
                    sqrt <= 1;
                end else if(ena) greater <= (sqrt > a);
                else greater <=0;
                sol <= (d>>1)-1;
            end
        end
    end
endmodule
`timescale 1ns / 1ps
module Display(
    input clk,
    input clr,
    input [7:0] a,
    input start,
    output [6:0] ag,
    output [3:0] an,
    output valid
    );
    wire [11:0] bcd;
    wire [7:0] show;
    wire [3:0] sol;
    wire ena, add, del, sq,out,greater;
    assign show = valid ? sol : a;
    BCD b(.binary(show),.ones(bcd[3:0]),.tens(bcd[7:4]),.hundreds(bcd[11:8]));
    Datapath d (.clk(clk),.clr(clr), .ena(ena), .add(add), .del(del), .sq(sq), .out(out), .greater(greater), .a(a), .sol(sol));
    Controller c (.clk(clk), .clr(clr), .start(start),.greater(greater),.valid(valid), .ena(ena), .add(add), .del(del), .sq(sq), .out(out));
    digController dig (.clk(clk),.clr(clr),.d4(0),.d3(bcd[11:8]),.d2(bcd[7:4]),.d1(bcd[3:0]),.an(an),.ag(ag));
endmodule
`timescale 1ns / 1ps
module anode_d(
    input clk,
    input clk_e,
    input clr,
    output reg[3:0] AN,
    output reg[1:0] S
    );
    reg clk_en;
    always @(posedge clk or posedge clr) begin
        if(clr) begin
            S <=0;
            clk_en <=0;
        end else begin
            clk_en <= clk_e;
            if(clk_e&&!clk_en) begin
                S<=S+1;
            end
        end
    end 
    always @ (S) begin
    case (S)
        2'b00:AN <= 4'b1110;
        2'b01:AN <= 4'b1101;
        2'b10:AN <= 4'b1011;   
        2'b11:AN <= 4'b0111;   
       default: AN <= 4'b1110;  
    endcase
    end
endmodule
`timescale 1ns / 1ps
module clock_1k(
    input clk,
    input clr,
    output reg c_e
    );
    integer count =0;
    integer bruh=0;
    always @(posedge clk) begin
        if(count == 49999) begin
        count <= 0;
        bruh <= 1;
        end else begin
        count <= count + 1;
        bruh <= 0;
        end
    end
    always @(posedge clk or posedge clr) begin
        if (clr == 1) begin
        c_e <= 0;
        end else if(bruh == 1) begin
        c_e =~c_e;
        end
    end
endmodule
`timescale 1ns / 1ps
module digController(
    input clk,
    input clr,
    input [3:0] d1,
    input [3:0] d2,
    input [3:0] d3,
    input [3:0] d4,
    output [3:0] an,
    output [6:0] ag
    );
    wire ce;
    wire[1:0]s;
    wire [3:0]X;
    clock_1k cluck (.clk(clk),.clr(clr),.c_e(ce));
    anode_d anode(.clk(clk),.clr(clr),.clk_e(ce),.AN(an),.S(s));
    mux mus (.d1(d1),.d2(d2),.d3(d3),.d4(d4),.S(s),.X(X));
    hexto7 h(.x(X),.CA(ag));
endmodule
`timescale 1ns / 1ps
module hexto7(
    input [3:0] x,
    output reg[6:0] CA
    );
    always @(x)
    begin
        case(x)
            0: CA = 7'b0000001;
            1: CA = 7'b1001111;
            2: CA = 7'b0010010;
            3: CA = 7'b0000110;
            4: CA = 7'b1001100;
            5: CA = 7'b0100100;
            6: CA = 7'b0100000;
            7: CA = 7'b0001111;
            8: CA = 7'b0000000;
            9: CA = 7'b0000100;
            10: CA = 7'b0001000;
            11: CA = 7'b1100000;
            12: CA = 7'b0110001;
            13: CA = 7'b1000010;
            14: CA = 7'b0110000;
            15: CA = 7'b0111000;
        endcase
    end
endmodule
`timescale 1ns / 1ps
module mux(
    input [3:0] d1,
    input [3:0] d2,
    input [3:0] d3,
    input [3:0] d4,
    input [1:0] S,
    output reg [3:0] X
    );
    always @ (d1 or d2 or d3 or d4 or S) begin
      case (S)
         0 : X <= d1;
         1 : X <= d2;
         2 : X <= d3;
         3 : X <= d4;
         default: X<= d1;
      endcase
   end
endmodule
--- /design/flow/run.sh ---
#!/bin/bash
# OpenROAD 26Q1-2900-gdf79404cd8, Yosys 0.63+post, stock flow scripts
make -C /OpenROAD-flow-scripts/flow DESIGN_CONFIG=/design/flow/config.mk WORK_HOME=/design/flow/orfs finish
==> flow_summary.json <==
{
  "ff_type": "dfxtp_1",
  "die_y_um": 127,
  "async_flop_share": 0.493,
  "min_delay_path_depth": 1,
  "hp-start": "dig.cluck.bruh[0]$_DFF_P_",
  "max_stage_delay_ps": 430,
  "setup_viol": 7,
  "cts_tree": "built",
  "timing.final.ws_setup_ps": -3680,
  "hold_slack_ps": 423,
  "slew_violations": 0,
  "clockRootBuffer": "clkbuf_16",
  "wirelength_um": 10900,
  "dp_cells": 841,
  "power_density_mw_per_mm2": 278,
  "cp-startpoint": "c.valid$_DFFE_NP0P_",
  "yosysChipArea_mm2": 0.00472,
  "clock_latency_ps": 330,
  "via_count": 4175,
  "ys_cells": 529,
  "clockBufferDepth": 2,
  "final_util": 0.450,
  "path_clk_slew_ps": 60,
  "warning_count": 43,
  "worstMarginPinSlew_ps": 603,
  "rsz0062_at_grt": "yes",
  "core.rowCount": 45,
  "unclocked_pins": 2,
  "gr-total-overflow": 0,
  "synthesis.area_mm2": 0.00472,
  "grt_max_degree": 28,
  "worstPathMaxFanout": 4,
  "critPathArrivalTime_ps": 8720,
  "finalHoldViolCount": 0,
  "antenna_found_initial": 0,
  "finClkSkew_ps": 11.9,
  "reg2reg_from": "c.add$_DFFE_NP0P_",
  "drc_errors": 0,
  "crit_path_start_kind": "register",
  "grtUsageTotal": 0.140,
  "critPathRequiredTime_ps": 5040,
  "worstHoldPathType": "register to register",
  "reg2regPathDepth": 5,
  "grt_pass1_vias": 4009,
  "drtPass1Iterations": 4,
  "gp_congestion": 0.911,
  "numSynthFlops": 69,
  "syn2layout_area_growth_pct": 45.3,
  "ys_types": 81,
  "drt_iter0_drc": 155,
  "status": "finished with violations",
  "routed_via_density": 4.67,
  "core_mm2": 0.0153,
  "reg2reg_slack_ps": 1460,
  "ys_warn_count": 8,
  "layout.cells.non_filler": 894,
  "p_leak_nw": 3.02,
  "chipArea_mm2": 0.0162,
  "initCoreUtil": 0.310,
  "slowest_stage": "dfrtn_1",
  "n_antenna_cell": 0,
  "critPathCaptureType": "output pin",
  "htree_levels": 3,
  "syn_inst": 529,
  "vdd_drop_max_v": 0.000161,
  "dp_hpwl_um": 7850,
  "io_pins": 23,
  "grt_first_pass_wirelength_um": 18500,
  "mostFrequentLayoutCells": "116 x buf_4, 40 x nand2_1, 38 x nor2_1",
  "ant_nets": 0,
  "untimed_endpoints": 2,
  "lay_top_count": "buf_4",
  "synth.avg_cell_area_um2": 8.93,
  "maxCapViolCount": 0,
  "io_buffers": 22,
  "violations": "setup timing",
  "relSlewSlack": 0.597,
  "numCtsBuffers": 9,
  "critPathKind": "register to output pin",
  "drive_gt1_frac": 0.346,
  "edf_count": 0,
  "die_w_um": 127,
  "avgRoutedWirePerCell_um": 12.2
}
==> worst paths after layout <==
path                                             end
min in group asynchronous      d.greater$_DFFE_PP0P_
max in group asynchronous          c.ena$_DFFE_NP0P_
hold / removal             dig.cluck.c_e$_DFFE_PP0P_
setup reg to reg                  d.d[8]$_DFFE_PP0N_
setup / recovery                               ag[6]
hold reg to reg            dig.cluck.c_e$_DFFE_PP0P_
==> sequential cells by signal, indices dropped and copies added, names as in the netlist, 2 cells and up <==
signal           flops
c.next_state         2
c.state              2
d.d                  9
d.sol                4
d.sqrt              10
dig.anode.S          2
dig.cluck.count     32
==> per-stage QoR <==
step	setup slack, ps	setup TNS (ps)	area, um2	power [W]
floorplan	-3270	-22400	4830	0.000965
global placement	-3750	-25670	5940	0.00121
detailed placement	-3860	-26540	5940	0.00122
CTS	-3620	-24950	6670	0.00184
global route	-3960	-27330	6860	0.00203
finish	-3680	-25510	6860	0.00191
==> synthesized netlist by cell type (8+ instances only) <==
cell	n	share of area
nor2_1	41	0.033
o21ai_0	21	0.022
nand4_1	12	0.016
dfxtp_1	33	0.14
nand2b_1	17	0.023
nor2b_1	8	0.011
clkbuf_1	9	0.0072
xnor2_1	29	0.054
o21a_1	8	0.013
a211oi_1	8	0.013
mux2i_1	15	0.032
nand3_1	17	0.018
ha_1	44	0.12
a21oi_1	19	0.020
xor2_1	17	0.032
dfrtp_1	25	0.13
nor3_1	11	0.012
inv_1	41	0.033
nand2_1	42	0.033
==> report_power, final <==
part           internal (W)  switching (W)
Sequential         0.000475      0.0000540
Clock              0.000329       0.000183
Combinational      0.000490       0.000378
==> cell families (layout without fill, tap and decap cells) <==
group / Yosys count / count (layout) / share of synthesized area
AND-OR/OR-AND: 104 / 104 / 0.159
buffers and inverters: 55 / 208 / 0.0479
AND/OR/NAND/NOR: 186 / 186 / 0.208
latches: 2 / 2 / 0.00636
multiplexers: 23 / 23 / 0.0514
XOR/XNOR: 46 / 46 / 0.0853
flip-flops: 67 / 67 / 0.321
adder cells (fa/ha/maj): 45 / 45 / 0.121
other: 1 / 2 / 0.000794
==> layout make-up <==
| cell class | count | area, um2 |
|---|---|---|
| flip-flops and latches | 69 | 1550 |
| well taps | 211 | 264 |
| clock inverters | 5 | 58.8 |
| fillers | 1365 | 8400 |
| inverters | 42 | 160 |
| clock buffers | 10 | 250 |
| repair buffers | 151 | 1210 |
| multi-input cells | 406 | 3370 |
==> metal layers <==
layer  GRT usage  vias to the layer above  part of all wire  routed length, um
met4      0.0112                        0            0.0085                 92
met1       0.214                     1946              0.51               5590
met3      0.0192                        8             0.032                353
met2       0.223                       53              0.44               4840
li1            -                     2168                 -                  -
met5           0                        -                 0                  0
==> critical path, delay by kind of cell, from the launching register on <==
| family | cells | cell delay (ps) |
|---|---|---|
| AOI/OAI and AO/OA | 9 | 1680 |
| and+or+nand+nor | 10 | 1430 |
| xor gates and xnor gates | 1 | 240 |
| DFF | 1 | 430 |
| buffers and inverters | 6 | 650 |
| adders and majority gates | 4 | 790 |
==> repair_timing <==
action	4_1_cts	5_1_grt
hold buffers	0	0
cloned	0	0
pin swaps	33	26
resized	67	26
setup endpoints to repair	7	7
buffers inserted	29	10
No activity file was given, so power comes from the tool's default toggle rates.
